==> ./design.v <==
module clk_div_1Hz(
    input           sys_clk,     
    input           sys_rst_p,   
    output reg      clk_1hz      
);
reg [25:0] counter;
parameter DIVISOR = 26'd50000000;
always @(posedge sys_clk or posedge sys_rst_p) begin
    if (sys_rst_p) begin
        counter <= 26'd0;
        clk_1hz <= 1'b0;
    end
    else begin
        if (counter == DIVISOR - 1) begin
            counter <= 26'd0;
            clk_1hz <= ~clk_1hz;   
        end
        else begin
            counter <= counter + 1'b1;
        end
    end
end
endmodule
module display_4(
    input               clk,
    input               rst,
    input   [15:0]      data,
    output reg  [3:0]   sel,
    output reg  [6:0]   seg
);
parameter CNT_MAX = 'd49999;
reg [15:0]  data_reg;    
reg [15:0]  cnt_1ms;     
reg         flag_1ms;    
reg [3:0]   cnt_sel;     
reg [3:0]   sel_reg;     
reg [3:0]   data_disp;   
always @(posedge clk or posedge rst) begin
    if (rst) begin
        data_reg <= 16'b0;
    end
    else begin
        data_reg <= data;
    end
end
always @(posedge clk or posedge rst)
    if (rst)
        cnt_1ms <= 16'd0;
    else if (cnt_1ms == CNT_MAX)
        cnt_1ms <= 16'd0;
    else
        cnt_1ms <= cnt_1ms + 1'b1;
always @(posedge clk or posedge rst)
    if (rst)
        flag_1ms <= 1'b0;
    else if (cnt_1ms == CNT_MAX - 1'b1)
        flag_1ms <= 1'b1;
    else
        flag_1ms <= 1'b0;
always @(posedge clk or posedge rst)
    if (rst)
        cnt_sel <= 4'd0;
    else if ((cnt_sel == 4'd3) && (flag_1ms == 1'b1))
        cnt_sel <= 4'd0;
    else if (flag_1ms == 1'b1)
        cnt_sel <= cnt_sel + 1'b1;
    else
        cnt_sel <= cnt_sel;
always @(posedge clk or posedge rst)
    if (rst)
        sel_reg <= 4'b0111;
    else if (flag_1ms == 1'b1)
        sel_reg <= {sel_reg[2:0], sel_reg[3]};
    else
        sel_reg <= sel_reg;
always @(posedge clk or posedge rst)
    if (rst)
        data_disp <= 4'b0;
    else if (flag_1ms == 1'b1)
        case(cnt_sel)
            4'd0: data_disp <= data_reg[3:0];     
            4'd1: data_disp <= data_reg[7:4];     
            4'd2: data_disp <= data_reg[11:8];    
            4'd3: data_disp <= data_reg[15:12];   
            default: data_disp <= 4'b0;
        endcase
    else
        data_disp <= data_disp;
always @(posedge clk or posedge rst)
    if (rst)
        seg <= 7'b1111111;
    else
        case(data_disp)
            4'd0: seg <= 7'b1000000;  
            4'd1: seg <= 7'b1111001;  
            4'd2: seg <= 7'b0100100;  
            4'd3: seg <= 7'b0110000;  
            4'd4: seg <= 7'b0011001;  
            4'd5: seg <= 7'b0010010;  
            4'd6: seg <= 7'b0000010;  
            4'd7: seg <= 7'b1111000;  
            4'd8: seg <= 7'b0000000;  
            4'd9: seg <= 7'b0010000;  
            default: seg <= 7'b1111111;
        endcase
always @(posedge clk or posedge rst)
    if (rst)
        sel <= 4'b1111;
    else
        sel <= sel_reg;
endmodule
module top(
	input sys_clk,
	input sys_rst_p,
	output [3:0] sel,
	output [6:0] seg,
	output [2:0] light_ctrl
	);
wire sys_clk_1hz;
wire [15:0] carry_light_t;
clk_div_1Hz #(.DIVISOR(26'd50000000)) inst_clk_div_1Hz (
	.sys_clk(sys_clk), 
	.sys_rst_p(sys_rst_p), 
	.clk_1hz(sys_clk_1hz)
	);
traffic_light_optimized inst_traffic_light_optimized
	(
		.sys_clk    (sys_clk),
		.sys_rst_p  (sys_rst_p),
		.sys_clk_1s (sys_clk_1hz),
		.light_t    (carry_light_t),
		.light_ctrl (light_ctrl)
	);
display_4 #(.CNT_MAX(49999)) inst_display_4 (
	.clk(sys_clk), 
	.rst(sys_rst_p), 
	.data(carry_light_t), 
	.sel(sel), 
	.seg(seg));
endmodule
module traffic_light_optimized (
    input               sys_clk,
    input               sys_rst_p,
    input               sys_clk_1s,
    output reg  [3:0]   light_t,     
    output reg  [2:0]   light_ctrl   
);
localparam [3:0] GREEN_TIME  = 4'd10,
                 YELLOW_TIME = 4'd5,
                 RED_TIME    = 4'd15;
localparam [3:0] IDLE   = 4'b0001,
                 GREEN  = 4'b0010,
                 YELLOW = 4'b0100,
                 RED    = 4'b1000;
reg [3:0] current_state, next_state;
always @(posedge sys_clk or posedge sys_rst_p) begin
    if (sys_rst_p)
        current_state <= IDLE;
    else
        current_state <= next_state;
end
always @(*) begin
    case (current_state)
        IDLE:   next_state = (light_t == 4'd2) ? GREEN  : IDLE;
        GREEN:  next_state = (light_t == 4'd2) ? YELLOW : GREEN;
        YELLOW: next_state = (light_t == 4'd2) ? RED    : YELLOW;
        RED:    next_state = (light_t == 4'd2) ? GREEN  : RED;
        default:next_state = IDLE;
    endcase
end
always @(posedge sys_clk_1s or posedge sys_rst_p) begin
    if (sys_rst_p) begin
        light_ctrl <= 3'b001;   
        light_t    <= GREEN_TIME;
    end else begin
        case (current_state)
            IDLE: begin
                light_ctrl <= 3'b000;
                light_t    <= (light_t == 4'd1) ? GREEN_TIME  : light_t - 1'd1;
            end
            GREEN: begin
                light_ctrl <= 3'b001;   
                light_t    <= (light_t == 4'd1) ? GREEN_TIME  : light_t - 1'd1;
            end
            YELLOW: begin
                light_ctrl <= 3'b010;   
                light_t    <= (light_t == 4'd1) ? YELLOW_TIME : light_t - 1'd1;
            end
            RED: begin
                light_ctrl <= 3'b100;   
                light_t    <= (light_t == 4'd1) ? RED_TIME    : light_t - 1'd1;
            end
            default: begin
                light_ctrl <= 3'b001;   
                light_t    <= GREEN_TIME;
            end
        endcase
    end
end
endmodule
==> ./constraint.sdc <==
current_design top

set clk_period 3.2
set clk_io_pct 0.2

create_clock -name clk0 -period $clk_period [get_ports {sys_clk}]

set non_clock_inputs [all_inputs -no_clocks]
set_input_delay [expr $clk_period * $clk_io_pct] -clock clk0 $non_clock_inputs
set_output_delay [expr $clk_period * $clk_io_pct] -clock clk0 [all_outputs]
==> ./run.sh <==
#!/bin/bash
# OpenROAD 26Q1-2900-gdf79404cd8, Yosys 0.63+post, stock flow scripts
make -C /OpenROAD-flow-scripts/flow DESIGN_CONFIG=/design/flow/config.mk WORK_HOME=/design/flow/orfs finish
==> ./config.mk <==
export PLATFORM = sky130hd
export DESIGN_NAME = top
export DESIGN_NICKNAME = top
export VERILOG_FILES = /design/flow/design.v
export SDC_FILE = /design/flow/constraint.sdc
export NUM_CORES = 4
export LEC_CHECK = 1
export CORE_UTILIZATION = 40
==> run notes <==
This note records the results obtained with Yosys and OpenROAD.

Synth
After Yosys synthesis, full adders, half adders and majority gates account for 4.42% of the synthesized area. The proportion of synthesized flip-flops having asynchronous set or reset is 100%. The and-or/or-and share of the synthesized area is 7.18%. The distinct cell type count after synthesis is 42. The number of register bits inferred by synthesis is 82. The synthesis area per yosys is 3680 um2.

The post-synthesis instance area is 3680 um2. The synthesized area per cell is 11.1 um2. Counting every instance in the synthesized netlist gives 330. Sequential cells were found to cover 56.4% of the synthesized design area. The flip-flop cell with the highest count after synthesis is sky130_fd_sc_hd__dfrtp_1.

Counting the warning lines in the Yosys log gives 4. The total cells reported by yosys after synthesis is 330. Counting flops with a built-in enable in the synthesized netlist gives 0.

The area fraction in xor and xnor cells is 6.67%. Yosys shows that the main logic family after synthesis is simple AND/OR/NAND/NOR gates. Summing the areas of all and, or, nand and nor instances in the mapped netlist gives 19.5% of the synthesized area.

The multiplexer area fraction after synthesis is 2.69%.

Status
The run finished with clean final reports.

Layout
The number of flip-flops under the largest register name is 26. The finished layout reports a core utilization of 47.2%. The number of fillers in the final layout is 765. In this run the layout overhead on the synthesized area is reported as 12.9%. The share of cells above drive strength 1 is 14.4%. Across the whole layout, storage elements account for 2070 um2. Per the layout area report, the combinational gate area comes to 1490 um2.

Once layout is complete, the cells apart from fillers number 461.

Die
The cell row count is 34. The total die area is 9580 um2. The floorplan step set the die height to 97.9 um. The initial utilization of the core area, before any placement, comes to 41.8%. The core box area is 8810 um2. According to the floorplan report, the die width is 97.9 um. The count of boundary I/O pins is 16.

Detailed routing
The script logs the ratio of routed vias to standard cells as 5.16. The vias after detailed routing is 2377. The number of iterations in the first detailed-routing pass is 21.

The violation count after the first detailed-routing iteration is 105. The mean routed wirelength per cell is 12.7 um. The antenna diode count is 0.

The remaining antenna violation count is 0. After detailed routing, the number of remaining DRC violations is 0. The detailed router reported a total wirelength of 5.84 mm.

GRT
The initial antenna violation count is 0. The largest net degree at the start of global routing is 45. Global routing consumed, over all layers together, 13.7% of the routing resources.

The global-route wire length before repair is 10.6 mm. Recorded from the global router log, the overflow total was 0. The via count of the first global-routing pass came to 2324.

Timing
14 endpoints have no timing constraint. The post-route fraction of the period consumed by the critical path is 69.0%. Across all checked pins, the minimum headroom to the slew limit is 37.9%.

The post-route minimum period is 2.21 ns. Endpoints with negative setup slack in the final report add up to 0. The max-slew violation count is 0. Setup repair after global routing left no endpoint under its margin. Hold timing on the final database bottoms out at a slack of 0.375 ns. The number of register pins that no clock reaches is 7.

The transition time at the pin with the least slew margin is 0.925 ns. The aggregate negative setup slack is 0 ns. Endpoints failing hold in the final report were tallied at 0. Timing would allow up to 453 MHz.

The worst clock skew on the final layout is 0.00979 ns.

Run
Across the run, the number of max-cap violations was 0. Across all stage logs, warnings added up to 33.

Placement
The HPWL reported at the end of detailed placement is 3.92 mm. At the end of routability-driven placement, the weighted congestion stood at 0.839. The number of input and output port buffers inserted is 15. In this run, placement finished with an instance count of 445.

Critical path
The first element of the critical path is inst_clk_div_1Hz.counter[0]$_DFF_PP0_. The highest-delay cell along the critical path is sky130_fd_sc_hd__nor4_4. The worst setup path is captured at a flop. The critical path is of the reg2reg type. The required time at the worst-slack endpoint is 3.39 ns. The flop-to-flop setup slack is 0.99 ns. The buffer and inverter count on the worst path is 0. The report shows a maximum critical-path fanout of 16. The cell sequence reported for the critical path is ha_1, and4_1, nand4_1, nor4_4, xor2_1. The launching point of the worst reg2reg path is inst_clk_div_1Hz.counter[0]$_DFF_PP0_. The critical path's largest stage delay is 0.72 ns. The startpoint class of the critical path is a flop. At the worst endpoint, the arrival time is 2.40 ns. The family with the most delay on the worst path is simple AND/OR/NAND/NOR gates.

Worst hold path
In this run the most critical hold path is launched from inst_display_4.sel_reg[0]$_DFFE_PP1P_. The worst hold path belongs to the class reg2reg.

Clock tree
The clock tree from TritonCTS is done. Hold repair after CTS inserted 0 buffers. Per the CTS log, the buffer count on the longest clock path is 2. The later pin in the worst-skew pair is clocked with a latency of 0.35 ns. The H-tree was split into 3 levels. The post-CTS clock slew at the launch and capture registers of the worst setup and hold paths is 0.08 ns. The number of buffers created by CTS is 9. The post-cts repair resize count is 0. The post-CTS setup buffer count is 0. The buffer cell driving the clock tree root is sky130_fd_sc_hd__clkbuf_8.

Power
IR analysis of the VDD net gives a maximum drop of 0.000289 V. The cell leakage power is 1.82 nW. The report lists the power per cell area as 428 nW/um2.

The sum of internal, switching and leakage power is 0.00178 W.
worst reg2reg max path, cell delays in order (launching register included):
cell and delay (ns):
sky130_fd_sc_hd__dfrtp_1 0.39, sky130_fd_sc_hd__ha_1 0.21, sky130_fd_sc_hd__and4_1 0.40, sky130_fd_sc_hd__nand4_1 0.19, sky130_fd_sc_hd__nor4_4 0.72, sky130_fd_sc_hd__xor2_1 0.13
worst paths after layout:
check | end | depth (start not counted)
setup / recovery | inst_clk_div_1Hz.clk_1hz$_DFFE_PP0N_ | 5
min in group asynchronous | inst_display_4.cnt_1ms[12]$_DFF_PP0_ | 2
hold reg to reg | inst_display_4.sel[0]$_DFF_PP1_ | 0
hold / removal | inst_display_4.sel[0]$_DFF_PP1_ | 0
setup reg to reg | inst_clk_div_1Hz.clk_1hz$_DFFE_PP0N_ | 5
max in group asynchronous | inst_display_4.seg[1]$_DFF_PP1_ | 3
report_power, final:
part	internal, W	switching [W]	total (W)
Sequential	0.000948	0	0.000948
Combinational	0.00000448	0.0000196	0.0000241
Clock	0.000444	0.000362	0.000806
cells in the final DEF (no fill, tap or decap), types with 15 or more instances in the layout:
cell type                         netlist  final
sky130_fd_sc_hd__xor2_1                15     15
sky130_fd_sc_hd__nor2_1                21     21
sky130_fd_sc_hd__dfstp_2               18     18
sky130_fd_sc_hd__nand2_1               31     31
sky130_fd_sc_hd__a21oi_1               20     20
sky130_fd_sc_hd__dfrtp_1               64     64
sky130_fd_sc_hd__nand3_1               20     20
sky130_fd_sc_hd__clkdlybuf4s50_1        0     15
per-stage QoR:
stage	worst slack (ns)	cell area [um2]
final	0.993	4150
after CTS	0.982	4150
after global placement	1.04	3930
after global routing	0.790	4150
after floorplan	0.481	3680
after detailed placement	0.977	3930
logic make-up (layout without fill, tap and decap cells):
group | after synthesis | after routing
buffers and inverters | 24 | 47
muxes | 9 | 9
xor gates and xnor gates | 28 | 28
DFF | 82 | 82
AOI/OAI and AO/OA | 47 | 47
and+or+nand+nor | 127 | 127
adders and majority gates | 13 | 13
area by class of cell:
cell class	instances	area share [%]
tap	108	3.25
multi-input combinational	224	35.8
clock buffer	9	2.98
clock inverter	7	2.44
sequential	82	50.0
inverter	14	1.30
timing repair buffer	17	4.28
synth_stat cells (2+ instances only):
master	n	area share, %
sky130_fd_sc_hd__mux2_2	7	2.1
sky130_fd_sc_hd__nor4bb_1	2	0.54
sky130_fd_sc_hd__xnor2_1	13	3.1
sky130_fd_sc_hd__buf_6	3	0.92
sky130_fd_sc_hd__nor2b_1	2	0.34
sky130_fd_sc_hd__a21oi_1	20	2.7
sky130_fd_sc_hd__dfrtp_1	64	44
sky130_fd_sc_hd__clkbuf_1	6	0.61
sky130_fd_sc_hd__mux2i_1	2	0.54
sky130_fd_sc_hd__nand3_1	20	2.7
sky130_fd_sc_hd__nor2_1	21	2.1
sky130_fd_sc_hd__and4_1	6	1.4
sky130_fd_sc_hd__o22ai_1	5	0.85
sky130_fd_sc_hd__nand2_1	31	3.2
sky130_fd_sc_hd__or4_1	5	1.0
sky130_fd_sc_hd__xor2_1	15	3.6
sky130_fd_sc_hd__o21ai_0	13	1.8
sky130_fd_sc_hd__o31ai_1	5	1.0
sky130_fd_sc_hd__inv_1	14	1.4
sky130_fd_sc_hd__and3_1	5	0.85
sky130_fd_sc_hd__ha_1	13	4.4
sky130_fd_sc_hd__or3_1	6	1.0
sky130_fd_sc_hd__nor3_1	9	1.2
sky130_fd_sc_hd__nand4_1	8	1.4
sky130_fd_sc_hd__dfstp_2	18	13
per-layer routing:
metal	vias up	track usage (%)	part of all wire [%]
met2	33	20.5	44
met4	0	2.45	2.1
met1	1131	21.7	51
li1	1202	-	-
met3	11	2.98	3.6
met5	-	0	0
Power is estimated from default activity; no workload was simulated.
